File: ./design.v
module smbus_axis
(
   input            ap_clk,
   input 	    quiesce,
   input [7:0]      from_host_smb_tdata,
   output           from_host_smb_tready,
   input            from_host_smb_tvalid,
   input            from_host_smb_open,
   output reg [7:0] to_host_smb_tdata,
   input            to_host_smb_tready,  
   output reg       to_host_smb_tvalid,
   output 	     smb_sclk,
   inout 	     smb_sdata,
   output [1:0]      smbus_addr
 );
   reg [11:0] 	     div_counter;
   reg 		     sclk_logic, sdata_logic, sdata_sample;
   reg 		     SMBus_en, pre_en;
   reg [3:0] 	     state;
   reg 		     first, dir_write, save_direction;
   reg [7:0] 	     write_byte;
   reg [2:0] 	     idx;
   reg 		     write_byte_valid;
   reg 		     open_d, stop_pending;
   parameter 	     clk_freq = 150;  
   parameter st_idle = 0,
	     st_start = 1,
	     st_fetch = 2,
	     st_bit0 = 3,
	     st_bit1 = 4,
	     st_bit2 = 5,
	     st_ack0 = 6,
	     st_ack1 = 7,
	     st_ack2 = 8,
	     st_stop0 = 9,
	     st_stop1 = 10,
	     st_stop2 = 11;  
   assign    smb_sclk = sclk_logic ? 1'bz : 1'b0 ;
   assign    smb_sdata = sdata_logic ? 1'bz : 1'b0 ;
   assign    smbus_addr = 0;
   assign    from_host_smb_tready = !(write_byte_valid || stop_pending);
   always @(posedge ap_clk)
     begin
	SMBus_en <= pre_en;
	sdata_sample <= smb_sdata;
	to_host_smb_tvalid <= SMBus_en && (state == st_ack0) && !dir_write;
	open_d <= from_host_smb_open;
	if (open_d && !from_host_smb_open)
	  stop_pending <= 1;
	if (from_host_smb_tready && from_host_smb_tvalid)
	  begin
	     write_byte <= to_host_smb_tdata;
	     write_byte_valid <= 1;  
	  end
	if (div_counter == ((clk_freq * 10) - 1))
	  begin
	     div_counter <= 0;
	     pre_en <= 1;
	  end
	else
	  begin
	     div_counter <= div_counter + 1;
	     pre_en <= 0;	     
	  end
 	if (SMBus_en)
	  case (state)
	    st_idle:
	      begin
		 sclk_logic <= 1;
		 sdata_logic <= 1;
		 stop_pending <= 0;
		 if (write_byte_valid)
		   state <= st_start;
	      end
	    st_start: 
	      begin
		 sdata_logic <= 0;  
		 first <= 1;
		 dir_write <= 1;
		 state <= st_fetch;
	      end
	    st_fetch:
	      begin
		 sclk_logic <= 0;
		 idx <= 7;
		 state <= st_bit0;
	      end
	    st_bit0:
	      begin
		 if (dir_write)
		   sdata_logic <= write_byte[idx];
		 else
		   sdata_logic <= 1;  
		 state <= st_bit1;
	      end
	    st_bit1:
	      begin
		 sclk_logic <= 1;
		 to_host_smb_tdata[idx] <= sdata_sample;
		 state <= st_bit2;
	      end
	    st_bit2:
	      begin
		 sclk_logic <= 0;
		 idx <= idx - 1;
		 if (idx != 0)
		   state <= st_bit0;
		 else
		   state <= st_ack0;
	      end
	    st_ack0:
	      begin
		 if (dir_write)
		   sdata_logic <= 1;  
		 else
		   sdata_logic <= 0;  
		 save_direction <= !write_byte[0];
		 state <= st_ack1;
	      end
	    st_ack1:
	      if (!dir_write || !sdata_sample || stop_pending)
		begin
		   state <= st_ack2;  
		   write_byte_valid <= 0;
		end
	    st_ack2:
	      begin
		 sclk_logic <= 1;
		 if (write_byte_valid)
		   begin
		      if (first)
			dir_write <= save_direction;
		      first <= 0;
		      state <= st_fetch;
		   end
		 else if (stop_pending && dir_write)
		   state <= st_stop0;
		 else if (stop_pending)
		   state <= st_stop2;  
	      end
	    st_stop0:
	      begin
		 sclk_logic <= 0;
		 state <= st_stop1;
	      end
	    st_stop1:
	      begin
		 sdata_logic <= 0;
		 state <= st_stop2;
	      end
	    default:  
	      begin
		 sclk_logic <= 1;
		 write_byte_valid <= 0;
		 state <= st_idle; 
	      end
	  endcase
	if (quiesce)  
	  begin
	     state <= st_idle;
	     stop_pending <= 0;
	     write_byte_valid <= 0;
	  end
     end
endmodule 
File: ./run.sh
#!/bin/bash
# OpenROAD 26Q1-2900-gdf79404cd8, Yosys 0.63+post, stock flow scripts
make -C /OpenROAD-flow-scripts/flow DESIGN_CONFIG=/design/flow/config.mk WORK_HOME=/design/flow/orfs finish
File: ./config.mk
export PLATFORM = sky130hd
export DESIGN_NAME = smbus_axis
export DESIGN_NICKNAME = smbus_axis
export VERILOG_FILES = /design/flow/design.v
export SDC_FILE = /design/flow/constraint.sdc
export NUM_CORES = 4
export LEC_CHECK = 1
export CORE_UTILIZATION = 40
File: ./constraint.sdc
current_design smbus_axis

set clk_period 3.8
set clk_io_pct 0.2

create_clock -name clk0 -period $clk_period [get_ports {ap_clk}]

set non_clock_inputs [all_inputs -no_clocks]
set_input_delay [expr $clk_period * $clk_io_pct] -clock clk0 $non_clock_inputs
set_output_delay [expr $clk_period * $clk_io_pct] -clock clk0 [all_outputs]
==> impl_metrics.json <==
{
  "status": "completed",
  "slew_headroom_pct": 55.2,
  "worstMarginPinSlew_ns": 0.671,
  "report.final.slew_viol_count": 0,
  "die-height_um": 71.8,
  "grt_max_degree": 21,
  "starting_utilization_of_the_core_area_pct": 41.6,
  "syn-instance-count": 193,
  "crit_arrival_ns": 1.31,
  "finClkSkew_ns": 0.00553,
  "via_count_of_the_first_global_routing_pass": 1292,
  "cts.repair.resized": 0,
  "cts.sink_count": 45,
  "num_cts_buffers": 5,
  "power.leakage_nw": 0.768,
  "drt.antenna.violating_nets": 0,
  "die-area_um2": 5160,
  "min_period_ns": 2.07,
  "detail_route.iter0.violations": 90,
  "ir_drop_mv": 0.260,
  "finalSetupTns_ns": 0,
  "post-route-cell-area_um2": 2190,
  "async_flop_share_pct": 0,
  "clockBufferDepth": 2,
  "postSynthSeqShare_pct": 53.9,
  "vias": 1351,
  "synth-edff-count": 15,
  "fillerInstances": 437,
  "path_class": "register to output port",
  "placement.setup.worst_slack_ns": 1.57,
  "rows": 25,
  "n_antenna_cell": 0,
  "topCellsByArea": "sky130_fd_sc_hd__dfxtp_1 31%, sky130_fd_sc_hd__edfxtp_1 23%, sky130_fd_sc_hd__ha_1 4.5%",
  "setup_viol_count_final": 0,
  "gpl.final_weighted_congestion": 0.835,
  "avgRoutedWirePerCell_um": 12.6,
  "yosysMostFrequentCell": "sky130_fd_sc_hd__dfxtp_1",
  "synthDominantCellAreaShare_pct": 30.8,
  "drt_first_pass_iters": 4,
  "cell_taking_the_most_area_after_synthesis": "sky130_fd_sc_hd__dfxtp_1",
  "cts_hold_buf": 0,
  "timing.critical_path.fanout_max": 8,
  "die-width_um": 71.8,
  "sequential_cell_area_um2": 1050,
  "syn-cell-area_um2": 1950,
  "syn2layout_area_growth_pct": 12.2,
  "drv.max_cap_violation_count": 0,
  "wire_length_of_the_first_global_routing_pass_mm": 5.80,
  "max_freq_mhz": 483,
  "yosysCellCount": 193,
  "synth_flop_count": 45,
  "post-route-worst-setup-slack_ns": 1.73,
  "power_density_nw_per_um2": 368,
  "ys.warnings.count": 3,
  "drc": 0,
  "post_route_cells_drive_above_1_share_pct": 4.85,
  "io_pins": 27,
  "place.detailed.hpwl_mm": 2.24,
  "dpl-instance-area_um2": 2100,
  "clkLatencyLatePin_ns": 0.30,
  "port-buffer-count": 13,
  "endpoint_kind": "output port",
  "grt_util_all_layers_pct": 14.5,
  "postSynth.topFlopCell": "sky130_fd_sc_hd__dfxtp_1",
  "ys_chip_area_um2": 1950,
  "setup.reg_to_reg.worst_slack_ns": 1.91,
  "log.warning_count": 38,
  "placeableCoreArea_um2": 4690,
  "routed_vias_inst": 5.20,
  "grt_antenna_before_repair": 0,
  "crit_path_start_kind": "register",
  "clock_slew_at_reported_path_ffs_ns": 0.09,
  "cts_tree": "done",
  "average_cell_area_after_synthesis_um2": 10.1,
  "min_path_type": "register to register",
  "rsz0062_at_grt": "no",
  "h-tree-depth": 2,
  "routed_wirelength_mm": 3.29,
  "ys_top_cells_by_count": "30 x sky130_fd_sc_hd__dfxtp_1, 21 x sky130_fd_sc_hd__nor2_1, 17 x sky130_fd_sc_hd__inv_1",
  "clock-root-buffer": "sky130_fd_sc_hd__clkbuf_8",
  "hold_viol_final": 0,
  "critPathRequiredTime_ns": 3.04,
  "count_of_unique_library_cells_instantiated_by_yosys": 46,
  "logic_area_um2": 786,
  "layout_worst_path_cycle_share_pct": 54.4,
  "number_of_post_cts_setup_repair_buffers": 0,
  "grt_remaining_overflow": 0
}
layer usage:
metal / global-route usage (%) / share of wire, % / vias up
li1: - / - / 699
met1: 24.3 / 55 / 624
met2: 21.1 / 40 / 24
met3: 2.71 / 3.9 / 4
met4: 2.61 / 1.5 / 0
met5: 0 / 0 / -
report_power, final:
part | internal (mW) | switching (mW)
clock | 0.129 | 0.165
combinational | 0.00703 | 0.00547
sequential | 0.496 | 0.00280
worst max-delay path, cell delays in order (launching register included):
cell	delay, ns
sky130_fd_sc_hd__dfxtp_1	0.39
sky130_fd_sc_hd__nor2_1	0.15
sky130_fd_sc_hd__clkdlybuf4s50_1	0.47
stage by stage:
stage	total power [mW]	utilization, %	hold slack (ns)	std cells
2_1_floorplan	0.517	-	0.310	196
3_3_place_gp	0.522	44.7	0.313	252
3_5_place_dp	0.522	44.7	0.312	252
4_1_cts	0.817	46.6	0.333	260
5_1_grt	0.837	46.6	0.347	260
6_report	0.806	46.6	0.332	260
state kept, by name, summed over array words and instances, names as in the netlist:
name                count
SMBus_en                1
dir_write               1
div_counter            12
first                   1
idx                     3
open_d                  1
pre_en                  1
save_direction          1
state                  12
stop_pending            1
to_host_smb_tdata       8
to_host_smb_tvalid      1
write_byte              1
write_byte_valid        1
cells in the final DEF, fill, tap and decap left out, types with 3 or more instances in the layout:
master and n:
sky130_fd_sc_hd__conb_1 4, sky130_fd_sc_hd__clkdlybuf4s50_1 13, sky130_fd_sc_hd__edfxtp_1 15, sky130_fd_sc_hd__nor2_1 21
sky130_fd_sc_hd__nand3_1 8, sky130_fd_sc_hd__inv_1 17, sky130_fd_sc_hd__a21oi_1 8, sky130_fd_sc_hd__a21boi_0 6
sky130_fd_sc_hd__nand2_1 14, sky130_fd_sc_hd__mux2i_1 4, sky130_fd_sc_hd__xnor2_1 4, sky130_fd_sc_hd__ha_1 7
sky130_fd_sc_hd__clkbuf_8 5, sky130_fd_sc_hd__o21ai_0 4, sky130_fd_sc_hd__nor4_1 3, sky130_fd_sc_hd__nor3_1 3
sky130_fd_sc_hd__dfxtp_1 30, sky130_fd_sc_hd__nand4_1 3
final timing paths:
| path | from | to | depth (start not counted) |
|---|---|---|---|
| worst max-delay path | write_byte_valid | from_host_smb_tready | 2 |
| worst max register to register | idx[0] | to_host_smb_tdata[4] | 5 |
| worst min register to register | pre_en | SMBus_en | 0 |
| worst min-delay path | pre_en | SMBus_en | 0 |
kinds of logic (layout without fill, tap and decap cells):
kind of cell	Yosys count	in the layout	share of synthesized area, %
and+or+nand+nor	68	68	18.1
DFF	45	45	53.9
AOI/OAI and AO/OA	34	34	12.2
buffers and inverters	28	38	6.41
adders and majority gates	7	7	4.49
xor gates and xnor gates	6	6	2.69
muxes	4	4	2.05
other	1	4	0.192
area by class of cell:
class / count / area share, %
clock buffer: 5 / 3.14
clock inverter: 3 / 0.972
inverter: 17 / 2.92
multi-input combinational: 123 / 35.9
sequential: 45 / 48.0
tap: 54 / 3.09
timing repair buffer: 13 / 5.95
Power figures rest on the tool's default switching activity, not on a simulated workload.
