<file path="design/flow/run.sh">
#!/bin/bash
# OpenROAD 26Q1-2900-gdf79404cd8, Yosys 0.63+post, stock flow scripts
make -C /OpenROAD-flow-scripts/flow DESIGN_CONFIG=/design/flow/config.mk WORK_HOME=/design/flow/orfs finish
</file>
<file path="design/flow/config.mk">
export PLATFORM = sky130hd
export DESIGN_NAME = i2s_audio_axis
export DESIGN_NICKNAME = i2s_audio_axis
export VERILOG_FILES = /design/flow/design.v
export SDC_FILE = /design/flow/constraint.sdc
export NUM_CORES = 4
export LEC_CHECK = 1
export CORE_UTILIZATION = 40
</file>
<file path="design/flow/constraint.sdc">
current_design i2s_audio_axis

set clk_period 5.0
set clk_io_pct 0.2

create_clock -name clk0 -period $clk_period [get_ports {ap_clk}]
create_clock -name clk1 -period $clk_period [get_ports {clk_100}]

set non_clock_inputs [all_inputs -no_clocks]
set_input_delay [expr $clk_period * $clk_io_pct] -clock clk0 $non_clock_inputs
set_output_delay [expr $clk_period * $clk_io_pct] -clock clk0 [all_outputs]
</file>
<file path="design/flow/design.v">
module i2s_audio_axis
  (
   input             ap_clk,
   input             clk_100,
   output reg	     audio_mclk,
   output reg	     audio_dac,
   input 	     audio_adc,
   input 	     audio_bclk,
   input 	     audio_lrclk,
   input [31:0]      from_host_audio_tdata,
   output reg        from_host_audio_tready,
   input             from_host_audio_tvalid,  
   output reg [31:0] to_host_audio_tdata,
   input             to_host_audio_tready,  
   output reg        to_host_audio_tvalid
   );
   reg 		     audio_adc_reg;
   reg 		     audio_bclk_reg;
   reg 		     audio_lrclk_reg;
   reg 		     audio_lrclk_reg_d;
   reg [1:0] 	     clk_div;
   reg [15:0] 	     play_shreg;
   reg [1:0] 	     bclk_d;
   wire 	     bclk_rising, bclk_falling;
   reg [31:0] 	     record_shreg;
   reg [4:0] 	     record_count;
   reg 		     write_when_done;
   assign 	     user_r_audio_eof = 0;
   always @(posedge clk_100)
     begin
	clk_div <= clk_div + 1;
	audio_mclk <= clk_div[1];
     end
   assign bclk_rising = (bclk_d == 2'b01);
   assign bclk_falling = (bclk_d == 2'b10);
   always @(posedge ap_clk)
     begin
	audio_adc_reg <= audio_adc;
    	audio_bclk_reg <= audio_bclk;
    	audio_lrclk_reg <= audio_lrclk;
	bclk_d <= { bclk_d, audio_bclk_reg };
	if (bclk_rising)
	  audio_lrclk_reg_d <= audio_lrclk_reg;
	from_host_audio_tready <= 0;  
	if (bclk_rising && !audio_lrclk_reg && audio_lrclk_reg_d)
	  play_shreg <= from_host_audio_tdata[31:16];  
	else if (bclk_rising && audio_lrclk_reg && !audio_lrclk_reg_d)
	  begin
	     play_shreg <= from_host_audio_tdata[15:0];  
	     from_host_audio_tready <= 1;
	  end
	else if (bclk_falling)
	  begin
	     audio_dac <= play_shreg[15];
	     play_shreg <= { play_shreg, 1'b0 };
	  end
	to_host_audio_tvalid <= 0;  
	if (bclk_rising && (record_count != 0))
	  begin
	     to_host_audio_tdata <= { to_host_audio_tdata, audio_adc_reg };
	     record_count <= record_count - 1;
	     if (record_count == 1)
	       begin
		  to_host_audio_tvalid <= write_when_done;
		  write_when_done <= 0;
	       end	       
	  end
	if (bclk_rising && !audio_lrclk_reg && audio_lrclk_reg_d)
	  begin
	     record_count <= 16;
	     write_when_done <= 0;
	  end	
	else if (bclk_rising && audio_lrclk_reg && !audio_lrclk_reg_d)
	  begin
	     record_count <= 16;
	     write_when_done <= 1;
	  end
     end   
endmodule 
</file>
==> impl_metrics.json <==
{
  "r2r_start": "audio_lrclk_reg_d",
  "tritoncts": "built",
  "sw_frac_of_total": 0.200,
  "p_leak_nw": 1.27,
  "ctsHoldBuffers": 0,
  "crit_buf_inv": 1,
  "logic_area_um2": 493,
  "grt_pass1_wl_um": 6980,
  "path_cells": "nand4bb_1 -> inv_2 -> or3_1",
  "status": "finished, final reports clean",
  "cp.depth": 3,
  "report.final.slew_viol_count": 0,
  "fp_util": 0.424,
  "die_h_um": 79.1,
  "reg2reg_setup_slack_ns": 2.20,
  "openroad.warnings": 29,
  "clock_skew_ns": 0.00496,
  "core_area_mm2": 0.00561,
  "wl_per_cell_um": 13.7,
  "arrival_ns": 2.76,
  "worst_pin_slew_ns": 0.893,
  "largest_reg_flops": 32,
  "holdCritPathClass": "flip-flop to flip-flop",
  "grt_max_degree": 33,
  "rsz0062_at_grt": "no",
  "chipArea_mm2": 0.00626,
  "syn_area_per_cell_um2": 15.1,
  "ant_nets": 0,
  "regArea_mm2": 0.00182,
  "setup_violations": 0,
  "cp_data_required_time_ns": 4.96,
  "io_pins": 75,
  "ctsResizeCount": 0,
  "vdd_drop_max_mv": 0.311,
  "routed_wl_um": 4300,
  "clk_pin_slew_ns": 0.07,
  "firstDrtPassIters": 4,
  "synth_cell_types": 26,
  "worst_path_max_delay_cell": "nand4bb_1",
  "yosysCellCount": 158,
  "placed_area_mm2": 0.00315,
  "rows": 27,
  "grt.overflow.total": 0,
  "regMostFlops": "to_host_audio_tdata",
  "syn_to_final_growth_pct": 45.0,
  "cpPeakStageDelay_ns": 0.80,
  "instances_no_fill": 314,
  "yosys_area_mm2": 0.00238,
  "cts.sinks": 66,
  "drt-met1-wl_um": 1870,
  "hold_violations": 0,
  "p_int_mw": 1.20,
  "avgViaCountPerCell": 5.01,
  "critPathMaxFanout": 19,
  "die_width_um": 79.1,
  "port_buffers": 71,
  "insertedDiodeCount": 0,
  "dp.cells": 294,
  "synth_seq_share": 0.766,
  "fin_hold_ws_ns": 0.327,
  "antenna_found_initial": 0,
  "r2r.worst_path.cells": 3,
  "power_density_mw_per_mm2": 434,
  "power.share.clock": 0.421,
  "wl_met2_um": 1990,
  "nFillCells": 425,
  "comb_power_share": 0.113,
  "reg2reg_to": "play_shreg[11]",
  "cp-startpoint": "audio_lrclk_reg_d",
  "tns_ns": 0,
  "vias": 1574,
  "ys_warn_count": 2,
  "grt_pass1_vias": 1586,
  "end_kind": "flip-flop",
  "synth_flops": 66,
  "drt_iter0_markers": 50,
  "finalWeightedCongestion": 0.728,
  "startpoint_type": "flip-flop",
  "power.switching_mw": 0.300,
  "relSlewSlack": 0.401,
  "finalInstanceArea_mm2": 0.00345,
  "highest_layer": "met4",
  "worstSetupPathType": "flip-flop to flip-flop",
  "drive_gt1_frac": 0.0950,
  "cts_setup_buffers": 0,
  "grt.total_usage": 0.155,
  "post-route-drc-count": 0,
  "reg.largest.list": "to_host_audio_tdata (32), play_shreg (16), record_count (5)",
  "cap_viol_max_count": 0,
  "synth_area_mm2": 0.00238,
  "power_frac_seq": 0.467,
  "crit_path_end": "play_shreg[11]",
  "dpl.hpwl_um": 2670,
  "power_mw": 1.50,
  "dr_wl_met3_um": 385,
  "syn_inst": 158,
  "crit_family": "simple AND/OR/NAND/NOR gates",
  "min_path_cells": 0
}
[final cells by class]
| type | instances | area share |
|---|---|---|
| clock buffer | 13 | 0.0490 |
| clock inverter | 7 | 0.0392 |
| inverter | 6 | 0.00653 |
| multi-input combinational | 78 | 0.143 |
| sequential | 66 | 0.528 |
| tap | 72 | 0.0261 |
| timing repair buffer | 72 | 0.208 |
[synthesized netlist by cell type, drive strengths merged]
library cell / number / share of area
edfxtp: 50 / 0.63
dfxtp: 16 / 0.13
nand2: 16 / 0.025
nand3: 16 / 0.034
a22oi: 15 / 0.047
buf: 7 / 0.017
inv: 6 / 0.0095
a21oi: 5 / 0.011
o21ai: 5 / 0.011
or3: 4 / 0.011
ha: 2 / 0.011
nand2b: 2 / 0.0053
nand4bb: 2 / 0.0095
nor4b: 2 / 0.013
or4: 2 / 0.0063
a22o: 1 / 0.0037
and4bb: 1 / 0.0053
clkbuf: 1 / 0.0016
nor2: 1 / 0.0016
nor2b: 1 / 0.0026
o31ai: 1 / 0.0032
or4b: 1 / 0.0042
xor2: 1 / 0.0037
[worst min path at each step]
stage	slack (ns)	start	end
CTS	0.33	audio_bclk_reg	bclk_d[0]
global route	0.34	audio_bclk_reg	bclk_d[0]
finish	0.33	audio_bclk_reg	bclk_d[0]
[through the flow]
stage,worst slack (ns),utilization
after floorplan,2.44,-
after global placement,2.34,0.561
after detailed placement,2.28,0.561
after CTS,2.22,0.615
after global routing,2.02,0.615
final,2.20,0.615
[layout by cell type, fill, tap and decap left out, types with 2 or more instances in the layout]
cell / instances
nand4bb_1: 2
dfxtp_1: 16
inv_1: 5
nand2b_1: 2
or4_1: 2
ha_1: 2
bufinv_16: 4
clkbuf_8: 12
clkdlybuf4s50_1: 71
nand2_1: 16
a22oi_1: 15
or3_1: 4
edfxtp_1: 50
nor4b_2: 2
a21oi_1: 5
clkinv_1: 2
o21ai_0: 5
nand3_1: 16
[kinds of logic (layout without fill, tap and decap cells)]
logic type,Yosys count,count (layout),synth area share
AOI/OAI and AO/OA,27,27,0.0752
adders and majority gates,2,2,0.0105
buffers and inverters,14,98,0.0279
DFF,66,66,0.766
and+or+nand+nor,48,48,0.117
xor gates and xnor gates,1,1,0.00368
[power groups by stage]
stage | combinational [mW] | clock (mW) | sequential, mW
4_1_cts | 0.172 | 0.650 | 0.701
5_1_grt | 0.191 | 0.675 | 0.708
6_report | 0.169 | 0.630 | 0.700
[layer usage]
metal / GRT usage / vias to the layer above
li1: - / 756
met3: 0.0910 / 6
met4: 0.0255 / 0
met2: 0.210 / 64
met1: 0.236 / 748
met5: 0 / -
